==> design/flow/design.v <==
module key2ascii
   (
    input wire [7:0] key_code,
    output reg [7:0] ascii_code,
	 input clk
   );
always @(posedge clk)
   case(key_code)
       8'h45: ascii_code <= 8'h30;    
       8'h16: ascii_code <= 8'h31;    
       8'h1e: ascii_code <= 8'h32;    
       8'h26: ascii_code <= 8'h33;    
       8'h25: ascii_code <= 8'h34;    
       8'h2e: ascii_code <= 8'h35;    
       8'h36: ascii_code <= 8'h36;    
       8'h3d: ascii_code <= 8'h37;    
       8'h3e: ascii_code <= 8'h38;    
       8'h46: ascii_code <= 8'h39;    
       8'h1c: ascii_code <= 8'h41;    
       8'h32: ascii_code <= 8'h42;    
       8'h21: ascii_code <= 8'h43;    
       8'h23: ascii_code <= 8'h44;    
       8'h24: ascii_code <= 8'h45;    
       8'h2b: ascii_code <= 8'h46;    
       8'h34: ascii_code <= 8'h47;    
       8'h33: ascii_code <= 8'h48;    
       8'h43: ascii_code <= 8'h49;    
       8'h3b: ascii_code <= 8'h4a;    
       8'h42: ascii_code <= 8'h4b;    
       8'h4b: ascii_code <= 8'h4c;    
       8'h3a: ascii_code <= 8'h4d;    
       8'h31: ascii_code <= 8'h4e;    
       8'h44: ascii_code <= 8'h4f;    
       8'h4d: ascii_code <= 8'h50;    
       8'h15: ascii_code <= 8'h51;    
       8'h2d: ascii_code <= 8'h52;    
       8'h1b: ascii_code <= 8'h53;    
       8'h2c: ascii_code <= 8'h54;    
       8'h3c: ascii_code <= 8'h55;    
       8'h2a: ascii_code <= 8'h56;    
       8'h1d: ascii_code <= 8'h57;    
       8'h22: ascii_code <= 8'h58;    
       8'h35: ascii_code <= 8'h59;    
       8'h1a: ascii_code <= 8'h5a;    
       8'h0e: ascii_code <= 8'h60;    
       8'h4e: ascii_code <= 8'h2d;    
       8'h55: ascii_code <= 8'h3d;    
       8'h54: ascii_code <= 8'h5b;    
       8'h5b: ascii_code <= 8'h5d;    
       8'h5d: ascii_code <= 8'h5c;    
       8'h4c: ascii_code <= 8'h3b;    
       8'h52: ascii_code <= 8'h27;    
       8'h41: ascii_code <= 8'h2c;    
       8'h49: ascii_code <= 8'h2e;    
       8'h4a: ascii_code <= 8'h2f;    
       8'h29: ascii_code <= 8'h20;    
       8'h5a: ascii_code <= 8'h0d;    
       8'h66: ascii_code <= 8'h08;    
       default: ascii_code <= 8'h2a;  
    endcase
endmodule
==> design/flow/run.sh <==
#!/bin/bash
# OpenROAD 26Q1-2900-gdf79404cd8, Yosys 0.63+post, stock flow scripts
make -C /OpenROAD-flow-scripts/flow DESIGN_CONFIG=/design/flow/config.mk WORK_HOME=/design/flow/orfs finish
==> design/flow/config.mk <==
export PLATFORM = sky130hd
export DESIGN_NAME = key2ascii
export DESIGN_NICKNAME = key2ascii
export VERILOG_FILES = /design/flow/design.v
export SDC_FILE = /design/flow/constraint.sdc
export NUM_CORES = 4
export LEC_CHECK = 1
export CORE_AREA = 10 10 87 87
export DIE_AREA = 0 0 97 97
==> design/flow/constraint.sdc <==
current_design key2ascii

set clk_period 2.9
set clk_io_pct 0.2

create_clock -name clk0 -period $clk_period [get_ports {clk}]

set non_clock_inputs [all_inputs -no_clocks]
set_input_delay [expr $clk_period * $clk_io_pct] -clock clk0 $non_clock_inputs
set_output_delay [expr $clk_period * $clk_io_pct] -clock clk0 [all_outputs]
==> flow_metrics.py <==
# Auto-generated metrics
metrics = {
    "run_status": {
        "outcome": "finished clean",
    },
    "critical_path": {
        "cp.required_ns": 2.99,
        "timing_worst_setup_path_type": "input port to flop",
        "path_max_fanout": 8,
        "start_kind": "input port",
        "crit_arrival_ns": 2.43,
        "worstSetupEndpointType": "flop",
    },
    "finish": {
        "stdcell_count": 253,
        "registers_with_the_most_flip_flops": "ascii_code x7",
        "top_register": "ascii_code",
        "utilization": 0.259,
        "area_growth_pct": 23.0,
        "largest_register_ffs": 7,
        "drive_gt1_frac": 0.116,
        "fillers": 610,
    },
    "final_timing": {
        "timing.hold.ws_ns": 1.08,
        "hold_viol_final": 0,
        "min_period_ns": 2.34,
        "final.period_utilization": 0.808,
        "final_worst_slack_ns": 0.558,
        "finalSetupViolCount": 0,
        "timing_max_transition_violations_final": 0,
        "rsz0062_at_grt": "no",
        "setup_total_negative_slack_ns": 0,
        "fmax_mhz": 427,
    },
    "power": {
        "ir_worst_vdd_v": 0.000186,
        "power_per_cell_area_mw_per_mm2": 283,
        "seqPwrFrac": 0.255,
        "share_comb_of_total_power": 0.426,
        "netSwitchingFraction": 0.326,
        "clock_power_share": 0.319,
        "internal-power_uw": 278,
        "power_leakage_nw": 0.579,
        "switching_power_uw": 134,
    },
    "cts": {
        "number_of_buffers_inserted_during_clock_tree_synthesis": 3,
        "tritoncts": "yes",
        "cts-htree-levels": 1,
        "ctsHoldBuffers": 0,
        "root_buffer": "clkbuf_8",
        "worst_setup_hold_path_clk_slew_ns": 0.04,
        "cts_sinks": 7,
        "clockBufferDepth": 2,
        "cts.repair_timing.setup_buffer_count": 0,
        "ctsResizeCount": 0,
    },
    "yosys": {
        "synth.cells.most_frequent": "a21oi_1, nor2_1, o21ai_0",
        "share_of_the_synthesized_area_in_the_top_cell_type": 0.118,
        "ys_async_sr_fraction": 0,
        "yosysTopAreaCell": "dfxtp_1",
        "synth.avg_cell_area_um2": 7.10,
        "yosys-top-cells-area": "dfxtp_1, ha_1, a21oi_1",
        "synth_flop_count": 7,
        "synth_chip_area_mm2": 0.00119,
        "share_of_synthesized_area_occupied_by_flip_flops_and_latches": 0.118,
        "postSynthCellCount": 167,
        "post_synth_tally_of_flip_flops_with_integrated_enable": 0,
        "synthFlopType": "dfxtp_1",
        "synth.yosys.warnings": 1,
        "yosysUniqueCellTypes": 53,
        "yosys_cells": 167,
        "synthesis.area_mm2": 0.00119,
    },
    "drt": {
        "via_per_inst": 5.15,
        "drt-total-wl_um": 3450,
        "detailroute.via_count": 1302,
        "first_pass_iters": 5,
        "first_iter_violations": 292,
        "diodes": 0,
        "avgRoutedWirePerCell_um": 13.6,
        "drcViolationCount": 0,
        "ant_nets": 0,
    },
    "floorplanning": {
        "floorplan.die.width_um": 97,
        "chip_area_mm2": 0.00941,
        "initial_core_util": 0.210,
        "core-area_mm2": 0.00564,
        "num_io_pins": 17,
        "die.size.y_um": 97,
        "num_rows": 27,
    },
    "global_routing": {
        "first_global_vias": 1158,
        "wire_length_of_the_first_global_routing_pass_um": 5870,
        "global_route.usage.total": 0.0698,
        "grt_overflow": 0,
        "grt_busiest_layer": "met1",
        "groute.layer.met2.usage": 0.0884,
        "global_route.usage.met1": 0.112,
        "antenna_found_initial": 0,
        "use_met3": 0.0179,
        "grt_max_degree": 19,
    },
    "min_path": {
        "path_class_of_the_lowest_slack_min_delay_path": "input port to flop",
    },
    "place": {
        "finalWeightedCongestion": 0.956,
        "buffer_ports.inserted": 15,
        "post-place-cells": 249,
        "detailedPlacementHpwl_um": 2590,
        "post-place-ws_ns": 0.387,
    },
    "job": {
        "openroad_warning_count": 32,
        "maxCapViolCount": 0,
    },
}
[placed cells by master (no fill, tap or decap), types with 2 or more instances in the layout]
cell	synthesis	routed
clkdlybuf4s50_1	0	15
nor2_1	12	12
a21oi_1	12	12
o21ai_0	12	12
buf_4	2	11
nand2_1	10	10
ha_1	9	9
nand2b_1	7	7
dfxtp_1	7	7
mux2i_1	6	6
nand3_1	6	6
o21ai_1	5	5
a31oi_1	5	5
o211ai_1	5	5
a21o_1	4	4
a211oi_1	4	4
nor2b_1	4	4
inv_2	3	3
nand4_1	3	3
clkbuf_8	0	3
inv_1	2	2
and2b_1	2	2
nor2b_2	2	2
o311ai_1	2	2
and2_1	2	2
[power groups by stage]
stage                 sequential (mW)  combinational (mW)  clock (mW)
after global routing            0.106               0.194       0.140
after CTS                       0.105               0.173       0.137
final                           0.105               0.176       0.132
[final timing paths]
kind | from | end | slack (ns) | depth (start not counted)
max | key_code[0] | ascii_code[3]$_SDFF_PP1_ | 0.56 | 8
min | key_code[7] | ascii_code[1]$_SDFF_PP1_ | 1.08 | 3
[layer usage]
layer	share of wire	routed length, um	up-vias
li1	-	-	648
met1	0.49	1700	577
met2	0.40	1380	75
met3	0.10	352	2
met4	0.0049	17	0
met5	0	0	-
[per-stage QoR]
stage          power [mW]  area (um^2)
4_1_cts             0.415         1460
3_5_place_dp        0.279         1410
3_3_place_gp        0.282         1410
5_1_grt             0.440         1460
6_report            0.413         1460
2_1_floorplan       0.222         1190
[critical path, cell delays in order]
cell             delay, ns
clkdlybuf4s50_1       0.42
inv_1                 0.14
ha_1                  0.35
nor2b_2               0.31
a22o_1                0.17
a211oi_1              0.06
a2111oi_0             0.32
a31oi_1               0.08
[logic make-up after synthesis]
family,after synthesis,synth area share
DFF,7,0.118
adders and majority gates,9,0.0949
AOI/OAI and AO/OA,67,0.378
and+or+nand+nor,55,0.252
muxes,6,0.0506
buffers and inverters,21,0.0960
xor gates and xnor gates,1,0.00739
other,1,0.00316
[layout make-up]
type,count,area (um^2),share of cell area
Sequential cell,7,140,0.0961
Tap cell,72,90.1,0.0617
Multi-Input combinational cell,139,932,0.639
Inverter,5,18.8,0.0129
Timing Repair Buffer,26,233,0.160
Clock buffer,4,45.0,0.0309
Power figures rest on the tool's default switching activity, not on a simulated workload.
